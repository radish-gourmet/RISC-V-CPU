`design.v`:
```
interface bmem_itf(
    input   bit         clk,
    input   bit         rst
);
    logic   [31:0]      addr;
    logic               read;
    logic               write;
    logic   [63:0]      rdata;
    logic   [63:0]      wdata;
    logic               resp;
    bit                 error = 1'b0;
    modport dut (
        input           clk,
        input           rst,
        output          addr,
        output          read,
        output          write,
        input           rdata,
        output          wdata,
        input           resp
    );
    modport mem (
        input           clk,
        input           rst,
        input           addr,
        input           read,
        input           write,
        output          rdata,
        input           wdata,
        output          resp,
        output          error
    );
    modport mon (
        input           clk,
        input           rst,
        input           addr,
        input           read,
        input           write,
        input           rdata,
        input           wdata,
        input           resp,
        output          error
    );
endinterface
interface mem_itf(
    input   bit         clk,
    input   bit         rst
);
    logic   [31:0]      addr;
    logic               read;
    logic               write;
    logic   [3:0]       wmask;
    logic   [31:0]      rdata;
    logic   [31:0]      wdata;
    logic               resp;
    bit                 error = 1'b0;
    modport dut (
        input           clk,
        input           rst,
        output          addr,
        output          read,
        output          write,
        output          wmask,
        input           rdata,
        output          wdata,
        input           resp
    );
    modport mem (
        input           clk,
        input           rst,
        input           addr,
        input           read,
        input           write,
        input           wmask,
        output          rdata,
        input           wdata,
        output          resp,
        output          error
    );
    modport mon (
        input           clk,
        input           rst,
        input           addr,
        input           read,
        input           write,
        input           wmask,
        input           rdata,
        input           wdata,
        input           resp,
        output          error
    );
endinterface
interface mon_itf(
    input   bit             clk,
    input   bit             rst
);
            logic           valid;
            logic   [63:0]  order;
            logic   [31:0]  inst;
            logic           halt;
            logic   [4:0]   rs1_addr;
            logic   [4:0]   rs2_addr;
            logic   [31:0]  rs1_rdata;
            logic   [31:0]  rs2_rdata;
            logic   [4:0]   rd_addr;
            logic   [31:0]  rd_wdata;
            logic   [31:0]  pc_rdata;
            logic   [31:0]  pc_wdata;
            logic   [31:0]  mem_addr;
            logic   [3:0]   mem_rmask;
            logic   [3:0]   mem_wmask;
            logic   [31:0]  mem_rdata;
            logic   [31:0]  mem_wdata;
            bit             error = 1'b0;
endinterface
module cacheline_adaptor
(
    input clk,
    input rst,
    input logic [255:0] line_i,
    output logic [255:0] line_o,
    input logic [31:0] address_i,
    input read_i,
    input write_i,
    output logic resp_o,
    input logic [63:0] burst_i,
    output logic [63:0] burst_o,
    output logic [31:0] address_o,
    output logic read_o,
    output logic write_o,
    input resp_i
);
    logic [7:0] state_counter;
    always_ff @(posedge clk)
    begin
        if(rst)
        begin
	    read_o=0;
	    write_o=0;
            state_counter =0;
        end
        else
        begin
            case(state_counter)
                0:
                begin
                    if(read_i == 1)
                    begin
                        read_o =1;
                        write_o=0;
                        address_o = address_i;
                        if(resp_i)
                        begin
                          state_counter=2;
                          line_o[63:0] = burst_i;
                        end
                        else
                          state_counter =1;
                    end
                    else if (write_i ==1)
                    begin
                        read_o = 1'b0;
                        write_o = 1'b1;
                        address_o = address_i;
                        state_counter = 6;
                        burst_o = line_i[63:0];
                    end
                end
                1:
                begin
                    if(resp_i == 1)
                    begin
                        line_o[63:0] = burst_i;
                        state_counter=2;
                    end
                end
                2:
                begin
                    if(resp_i == 1)
                    begin
                        line_o[127:64] = burst_i;
                        state_counter=3;
                    end
                end
                3:
                begin
                    if(resp_i == 1)
                    begin
                        line_o[191:128] = burst_i;
                        state_counter=4;
                    end
                end
                4:
                begin
                    if(resp_i ==1)
                    begin
                        line_o[255:192] = burst_i;
						state_counter=5;
                        resp_o =1;
						read_o=0;
                    end
                end
                5:
                begin
                    state_counter=0;
                    resp_o=0;
                    read_o=0;
                end
                6:
                begin
                    if(resp_i==1)
                      begin
                          burst_o = line_i[63:0];
                          state_counter=7;
                      end
                end
                7:
                begin
                    if(resp_i==1)
                      begin
                          burst_o = line_i[127:64];
                          state_counter=8;
                      end
                end
                8:
                begin
                    if(resp_i==1)
                      begin
                          burst_o = line_i[191:128];
                          state_counter=9;
                      end
                end
                9:
                begin
                    if(resp_i==1)
                      begin
                          burst_o = line_i[255:192];
                          resp_o = 1;
                          state_counter=10;
						  write_o=0;
                      end
                end
                10:
                begin
                          write_o =0;
                          resp_o=0;
                          state_counter=0;
                end
		default:
		begin
			read_o =0;
			write_o =0;
		end
            endcase
        end
    end
endmodule : cacheline_adaptor
```
`run.sh`:
```
#!/bin/bash
# OpenROAD 26Q1-2900-gdf79404cd8, Yosys 0.63+post, stock flow scripts
make -C /OpenROAD-flow-scripts/flow DESIGN_CONFIG=/design/flow/config.mk WORK_HOME=/design/flow/orfs finish
```
`config.mk`:
```
export PLATFORM = sky130hd
export DESIGN_NAME = cacheline_adaptor
export DESIGN_NICKNAME = cacheline_adaptor
export VERILOG_FILES = /design/flow/design.v
export SDC_FILE = /design/flow/constraint.sdc
export NUM_CORES = 4
export LEC_CHECK = 1
export CORE_AREA = 10 10 314 314
export DIE_AREA = 0 0 324 324
```
`constraint.sdc`:
```
current_design cacheline_adaptor

set clk_period 14.1
set clk_io_pct 0.2

create_clock -name clk0 -period $clk_period [get_ports {clk}]

set non_clock_inputs [all_inputs -no_clocks]
set_input_delay [expr $clk_period * $clk_io_pct] -clock clk0 $non_clock_inputs
set_output_delay [expr $clk_period * $clk_io_pct] -clock clk0 [all_outputs]
```
==> out/results.env <==
DETAIL_ROUTE.VIAS_PER_CELL=3.78
CLOCK.FMAX_MHz=197
CRIT_TOP_CELL='sky130_fd_sc_hd__buf_4'
AREA_DELTA_SYNTH_FINAL_PCT=78.4
STD_CELL_ROWS=111
DP.FINAL_HPWL_UM=56500
CTS_SETUP_BUFFERS=0
TIMING.HOLD.WORST_PATH_DEPTH=2
CRITICAL_PATH_SOURCE='resp_i'
FIN_SETUP_TNS_PS=0
GP_ROUTABILITY_CONGESTION=0.897
VDD_DROP_MAX_V=0.0000614
CTS_RESIZED=0
PORT_BUFFERS=711
NUMBER_OF_GLOBAL_ROUTE_VIAS_BEFORE_REPAIR=10300
TOP_CELL_AREA_SHARE=0.845
SYN_AREA_UM2=12500
WIRE_PER_INST_UM=26.5
FILLER_CELL_COUNT=9426
LEAKAGEPOWER_nW=7.19
CTS_BUFFERS=40
WARNING_COUNT=25
GR-TOTAL-OVERFLOW=0
GRT_FIRST_PASS_WIRELENGTH_UM=90300
SYNTH_DOMINANT_CELL_COUNT='sky130_fd_sc_hd__edfxtp_1'
RUN_STATUS='finished, final reports clean'
HOLD_START='read_o$_SDFFE_PP0P_'
WORST_PATH_MAX_DELAY_CELL='sky130_fd_sc_hd__clkdlybuf4s50_1'
SYNTHTOPCELLSBYAREA='sky130_fd_sc_hd__edfxtp_1 (84%), sky130_fd_sc_hd__a222oi_1 (5.1%), sky130_fd_sc_hd__a21oi_1 (2.8%)'
VIAS=9823
CRIT_PATH_BUFFERS_INVERTERS=3
RRSETUPSLACK_PS=11030
HOLDCRITPATHCLASS='flop to flop'
MAX-CAP-VIOLATIONS=0
PATH_CLASS='primary input to flop'
GROUTE.USAGE.OVERALL=0.128
WORSTSETUPENDPOINTTYPE='flop'
FLOORPLAN.IO_PINS=712
GRT_ANTENNA_BEFORE_REPAIR=35
TALLY_OF_NON_FILLER_CELLS_IN_THE_FINAL_LAYOUT=2600
SYNTH-ASYNC-RESET-RATIO=0
FINAL-MAX-SLEW-VIOLATION-COUNT=0
POSTSYNTHSEQSHARE=0.866
SYNTH_STAT.CELLS=647
CTS_HOLD_BUFFERS=0
SYNTH_CELLS=647
CTS-ROOT-BUF='sky130_fd_sc_hd__clkbuf_16'
ARRIVAL_WORST_ENDPOINT_PS=5270
REMAINING_DRC_ERRORS=0
CRIT_FAMILY='buffers and inverters'
NUMCLOCKSINKS=366
ENABLE_FLOP_CELLS=353
ANTENNA_LEFT=0
YOSYS_REGISTER_BITS=366
SLEW_HEADROOM=0.461
HIGHEST_CELL_DELAY_ON_THE_WORST_TIMING_PATH_PS=790
FP_UTIL=0.137
REPORT.FINAL.SETUP_VIOL=0
CP_MAX_FO=35
GRT_START_MAX_NET_PINS=58
DRTITER0DRC=960
AREA_FIGURE_IN_THE_YOSYS_STAT_OUTPUT_UM2=12500
DOMINANTREGCELLSYNTH='sky130_fd_sc_hd__edfxtp_1'
POWER_DENSITY_nW_PER_UM2=109
WORST_HOLD_PATH.ENDPOINT='read_o$_SDFFE_PP0P_'
SYN_AREA_PER_CELL_UM2=19.4
FLOORPLAN.DIE.WIDTH_UM=324
CTS.REPORTEDPATHS.CLKPINSLEW_PS=60
CLKLATENCYLATEPIN_PS=590
RR_ENDPOINT='burst_o[59]$_DFFE_PP_'
FIRST_PASS_DETAILED_ROUTE_ITERATION_TOTAL=10
REQUIRED_TIME_AT_THE_ENDPOINT_OF_THE_CRITICAL_PATH_PS=14290
CRIT-REG2REG-LAUNCH='state_counter[1]$_DFF_P_'
HTREE_LEVELS=2
TIMING.CRITICAL_PATH.FROM_TYPE='primary input'
MIN_PERIOD_PS=5080
POST_ROUTE_TOTAL_POWER_mW=2.45
PATH_CELLS='clkdlybuf4s50_1 -> nor2b_1 -> nor2b_4 -> buf_4 -> buf_4'
CTS_TREE='done'
WORST_SETUP_SLACK_AFTER_PLACEMENT_PS=8480
TIMING.CLOCK.SKEW_PS=31.2
DRIVE_GT1_FRAC=0.0597
CORE_OUTLINE_AREA_UM2=91700
CTS.PATH.MAX_BUFFERS=3
TIGHTESTPINTRANSITION_PS=808
DESIGN.DIE.AREA_UM2=105000
SYNTHESIS.YOSYS.WARNINGS=1
DP.CELLS=2520
TOP_CELLS_BY_COUNT='sky130_fd_sc_hd__edfxtp_1 (353), sky130_fd_sc_hd__nor2_1 (77), sky130_fd_sc_hd__a21oi_1 (69)'
RSZ0062_AT_GRT='no'
DIE_HEIGHT_UM=324
POST-ROUTE-PERIOD-UTIL=0.360
WORSTREGTOREGCELLS=6
SYNTH.LIB_CELLS_USED.DISTINCT=25
TOTALWIRELENGTH_UM=68900
POST-ROUTE-WORST-SETUP-SLACK_PS=9020
SYNTH_AREA_LEADER_CELL='sky130_fd_sc_hd__edfxtp_1'
TIMING.FINAL.HOLD_VIOLATIONS=0
worst max path at each step:
stage | to | slack, ps | depth (start not counted)
global route | line_o[31]$_DFFE_PP_ | 8860 | 5
finish | line_o[61]$_DFFE_PP_ | 9020 | 5
CTS | line_o[31]$_DFFE_PP_ | 9070 | 5
state kept, by name, indices dropped and copies added (netlist names):
name and cells:
line_o 256, burst_o 64, address_o 32, state_counter 11
read_o 1, resp_o 1, write_o 1
per-stage QoR:
stage | instance area [um2] | hold slack, ps | utilization
after floorplan | 12500 | 437 | -
after global placement | 21100 | 473 | 0.230
after detailed placement | 21100 | 472 | 0.230
after CTS | 22400 | 486 | 0.244
after global routing | 22400 | 509 | 0.244
final | 22400 | 481 | 0.244
cell usage in the layout, fill, tap and decap left out, types with 7 or more instances in the layout:
cell                              netlist  layout
sky130_fd_sc_hd__clkdlybuf4s50_1        0     711
sky130_fd_sc_hd__edfxtp_1             353     353
sky130_fd_sc_hd__nor2_1                77      77
sky130_fd_sc_hd__a21oi_1               69      69
sky130_fd_sc_hd__a222oi_1              64      64
sky130_fd_sc_hd__clkbuf_16              0      40
sky130_fd_sc_hd__buf_4                  0      14
sky130_fd_sc_hd__dfxtp_1               13      10
sky130_fd_sc_hd__clkbuf_1              15       8
sky130_fd_sc_hd__diode_2                0       7
sky130_fd_sc_hd__clkinv_2               0       7
sky130_fd_sc_hd__clkinv_1               0       7
area by class of cell:
cell class	count	area [um2]	share of cell area
Antenna cell	7	17.5	0.000783
Clock buffer	51	1070	0.0479
Clock inverter	22	168	0.00749
Multi-Input combinational cell	243	1550	0.0690
Sequential cell	366	10900	0.486
Tap cell	1186	1480	0.0663
Timing Repair Buffer	725	7220	0.323
tightest hold or removal path, delay by kind of cell (launching register included):
kind	cells	cell delay, ps
flops	1	310
simple gates	1	60
mux	1	60
report_power, final:
| group | total [mW] | switching, mW | leakage, nW | internal, mW |
|---|---|---|---|---|
| registers | 1.23 | 0.00906 | 3.31 | 1.22 |
| logic | 0.213 | 0.0822 | 3.28 | 0.131 |
| clock network | 1.00 | 0.442 | 0.603 | 0.561 |
routing by layer:
| metal | global-route usage | routed length [um] |
|---|---|---|
| met3 | 0.0769 | 10500 |
| met2 | 0.185 | 29500 |
| met5 | 0 | 188 |
| met1 | 0.166 | 27000 |
| met4 | 0.0271 | 1750 |
kinds of logic after synthesis:
| logic type | count (synthesis) | share of synthesized area |
|---|---|---|
| AND/OR/NAND/NOR | 101 | 0.0362 |
| buffers and inverters | 38 | 0.0132 |
| flip-flops | 366 | 0.866 |
| multiplexers | 5 | 0.00399 |
| AND-OR/OR-AND | 137 | 0.0810 |
Power is estimated from default activity; no workload was simulated.
