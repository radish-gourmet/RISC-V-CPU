==> design.v <==
interface bmem_itf(
    input   bit         clk,
    input   bit         rst
);
    logic   [31:0]      addr;
    logic               read;
    logic               write;
    logic   [63:0]      rdata;
    logic   [63:0]      wdata;
    logic               resp;
    bit                 error = 1'b0;
    modport dut (
        input           clk,
        input           rst,
        output          addr,
        output          read,
        output          write,
        input           rdata,
        output          wdata,
        input           resp
    );
    modport mem (
        input           clk,
        input           rst,
        input           addr,
        input           read,
        input           write,
        output          rdata,
        input           wdata,
        output          resp,
        output          error
    );
    modport mon (
        input           clk,
        input           rst,
        input           addr,
        input           read,
        input           write,
        input           rdata,
        input           wdata,
        input           resp,
        output          error
    );
endinterface
interface mem_itf(
    input   bit         clk,
    input   bit         rst
);
    logic   [31:0]      addr;
    logic               read;
    logic               write;
    logic   [3:0]       wmask;
    logic   [31:0]      rdata;
    logic   [31:0]      wdata;
    logic               resp;
    bit                 error = 1'b0;
    modport dut (
        input           clk,
        input           rst,
        output          addr,
        output          read,
        output          write,
        output          wmask,
        input           rdata,
        output          wdata,
        input           resp
    );
    modport mem (
        input           clk,
        input           rst,
        input           addr,
        input           read,
        input           write,
        input           wmask,
        output          rdata,
        input           wdata,
        output          resp,
        output          error
    );
    modport mon (
        input           clk,
        input           rst,
        input           addr,
        input           read,
        input           write,
        input           wmask,
        input           rdata,
        input           wdata,
        input           resp,
        output          error
    );
endinterface
interface mon_itf(
    input   bit             clk,
    input   bit             rst
);
            logic           valid;
            logic   [63:0]  order;
            logic   [31:0]  inst;
            logic           halt;
            logic   [4:0]   rs1_addr;
            logic   [4:0]   rs2_addr;
            logic   [31:0]  rs1_rdata;
            logic   [31:0]  rs2_rdata;
            logic   [4:0]   rd_addr;
            logic   [31:0]  rd_wdata;
            logic   [31:0]  pc_rdata;
            logic   [31:0]  pc_wdata;
            logic   [31:0]  mem_addr;
            logic   [3:0]   mem_rmask;
            logic   [3:0]   mem_wmask;
            logic   [31:0]  mem_rdata;
            logic   [31:0]  mem_wdata;
            bit             error = 1'b0;
endinterface
module bus_adapter
(
    input   logic   [31:0]  address,
    output  logic   [255:0] mem_wdata256,
    input   logic   [255:0] mem_rdata256,
    input   logic   [31:0]  mem_wdata,
    output  logic   [31:0]  mem_rdata,
    input   logic   [3:0]   mem_byte_enable,
    output  logic   [31:0]  mem_byte_enable256
);
assign mem_wdata256 = {8{mem_wdata}};
assign mem_rdata = mem_rdata256[(32*address[4:2]) +: 32];
assign mem_byte_enable256 = {28'h0, mem_byte_enable} << (address[4:2]*4);
endmodule : bus_adapter
==> run.sh <==
#!/bin/bash
# OpenROAD 26Q1-2900-gdf79404cd8, Yosys 0.63+post, stock flow scripts
make -C /OpenROAD-flow-scripts/flow DESIGN_CONFIG=/design/flow/config.mk WORK_HOME=/design/flow/orfs finish
==> config.mk <==
export PLATFORM = sky130hd
export DESIGN_NAME = bus_adapter
export DESIGN_NICKNAME = bus_adapter
export VERILOG_FILES = /design/flow/design.v
export SDC_FILE = /design/flow/constraint.sdc
export NUM_CORES = 4
export LEC_CHECK = 1
export CORE_AREA = 10 10 252 252
export DIE_AREA = 0 0 262 262
==> constraint.sdc <==
current_design bus_adapter

set clk_period 2.5
set clk_io_pct 0.2

create_clock -name clk0 -period $clk_period

set non_clock_inputs [all_inputs -no_clocks]
set_input_delay [expr $clk_period * $clk_io_pct] -clock clk0 $non_clock_inputs
set_output_delay [expr $clk_period * $clk_io_pct] -clock clk0 [all_outputs]
==> impl_metrics.ini <==
; flow metrics
[detailed_routing]
vias_per_cell = 2.526
wl_met1_um = 6303
drt-initial-drc-count = 75
drcViolationCount = 0
wl_met3_um = 3131
top_signal_layer_used = met5
antenna_left = 0
avgRoutedWirePerCell_um = 15.63
first_pass_iters = 4
wirelength_um = 19900
wl_met2_um = 9715
vias = 3216

[cells_and_area]
filler_cell_count = 6514
clockBufferCount = 0
multi_input_comb_area_um2 = 2105
flop_area_um2 = 0
instances_no_fill = 1273
final_layout_size_suffix_gt1_frac = 0.2560
post-route-cell-area_um2 = 6830
area_growth_pct = 61.51
seq_cells = 0

[run_status]
status = complete, no violations

[placed_design]
placedInstanceArea_um2 = 6578
numPlacedInstances = 1252
finalWeightedCongestion = 0.8498
io_buffer_count = 327
dpl.hpwl_um = 17500

[floorplan]
top_level_ports = 644
fp_util = 0.07316
fp.dieH_um = 262
core_um2 = 57810
number_of_rows_created_at_floorplan = 88
die_w_um = 262
fp.dieArea_um2 = 68640

[power]
irDropWorstVdd_v = 0.00006072
power_density_over_the_cells_nw_per_um2 = 148.2
leakagePower_nw = 2.360

[setup_path]
most_frequent_cp_cell = sky130_fd_sc_hd__buf_12
cp.required_ns = 2.00
cp_slowest_stage_delay_ns = 0.48
worst-path-max-fanout = 5
timing.setup.critical_path_class = input pin to primary output
cp-end-kind = primary output
critical_path_arrival_ns = 1.96
slowest_stage_cell_on_the_critical_path = sky130_fd_sc_hd__mux4_2
critPathLaunchType = input pin
cells_along_the_critical_path = buf_16 -> buf_12 -> buf_8 -> buf_12 -> mux4_2 -> mux2_4 -> dlygate4sd2_1

[grt]
grt_use_total = 0.05406
grt_max_degree = 29
grt.overflow.total = 0
antenna_found_initial = 8
first_global_vias = 3775
grt_first_pass_wirelength_um = 26590

[timing]
worstMarginPinSlew_ns = 0.3516
rsz0062_at_grt = true
setup_viol_count_final = 0
max_freq_mhz = 407.2
timing_hold_violations_final = 0
final_max_slew_viol_count = 0
final_min_period_over_clock_period = 0.9823
final_period_minus_worst_setup_slack_ns = 2.456
timing.slew.headroom = 0.7656

[yosys]
synthDominantCellAreaShare = 0.4598
synth.distinct_cells = 12
syn-cell-area_um2 = 4229
postSynthSeqShare = 0
synthCells = 419
yosys_area_um2 = 4229
number_of_warnings_printed_during_yosys_synthesis = 0
postSynthAreaPerCell_um2 = 10.09
top_area_cells_in_the_synthesized_netlist = sky130_fd_sc_hd__buf_4 46%, sky130_fd_sc_hd__mux4_1 27%, sky130_fd_sc_hd__mux4_2 11%, sky130_fd_sc_hd__mux2_2 8.5%, sky130_fd_sc_hd__nor2_1 2.8%
ys_cells = 419
largest_area_cell = sky130_fd_sc_hd__buf_4

[clock_tree]
cts_hold_repair.buffers = 0

[min_path]
timing.hold.worst.class = input pin to primary output

[run]
maxCapViolCount = 0
warnings = 63
## metrics by stage
stage / worst slack, ns / setup TNS [ns] / hold WS [ns] / util / power [mW]
final: 0.04419 / 0 / 1.000 / 0.1182 / 1.012
after CTS: -0.1091 / -0.2491 / 1.000 / 0.1168 / 1.017
after global routing: -0.007844 / -0.007844 / 1.000 / 0.1180 / 1.083
after detailed placement: -0.2524 / -5.831 / 1.000 / 0.1138 / 0.9678
after global placement: -0.2627 / -5.914 / 1.000 / 0.1138 / 0.9641
after floorplan: 0.4375 / 0 / 1.066 / - / 0.5437
## worst paths after layout
kind,start,endpoint,depth (start not counted)
setup / recovery,address[2],mem_rdata[8],7
hold / removal,mem_wdata[27],mem_wdata256[123],0
## critical path, delay by kind of cell
kind | cells | cell delay [ns]
buffers and inverters | 5 | 0.69
multiplexers | 2 | 0.75
## cell usage after synthesis, drive strengths merged
master and count:
mux4 64, clkbuf 10, mux2 32, nor2 32, buf 269, or2 1, nand2b 6, nand2 5
## what timing repair did
action	in CTS	in global routing
cloned	3	1
endpoints found under the setup margin	32	22
buffers inserted	11	5
gates resized	115	18
## report_power, final
part	switching, mW	internal [mW]	total [mW]
sequential	0	0	0
combinational	0.262	0.751	1.01
clock	0	0.000000215	0.000000215
total	0.262	0.751	1.01
## area by class of cell
cell class / instances / area share
timing repair buffer: 364 / 0.5503
multi-input combinational: 140 / 0.3081
tap: 765 / 0.1401
antenna: 4 / 0.001465
## cells by family (layout without fill, tap and decap cells)
family                 count (synthesis)  in the layout  share of synthesized area
buffers and inverters                279            364                     0.4917
muxes                                 96             96                     0.4651
and+or+nand+nor                       44             44                    0.04320
other                                  0              4                          0
## layer usage
| metal | vias to the layer above | track usage |
|---|---|---|
| met2 | 314 | 0.09762 |
| li1 | 1397 | - |
| met3 | 65 | 0.02803 |
| met1 | 1438 | 0.05164 |
| met5 | - | 0 |
| met4 | 2 | 0.01868 |
## cells in the final DEF, fill, tap and decap left out
| master | n |
|---|---|
| sky130_fd_sc_hd__buf_12 | 12 |
| sky130_fd_sc_hd__buf_16 | 3 |
| sky130_fd_sc_hd__buf_2 | 3 |
| sky130_fd_sc_hd__buf_4 | 15 |
| sky130_fd_sc_hd__buf_6 | 4 |
| sky130_fd_sc_hd__buf_8 | 4 |
| sky130_fd_sc_hd__clkbuf_16 | 1 |
| sky130_fd_sc_hd__clkdlybuf4s15_1 | 5 |
| sky130_fd_sc_hd__clkdlybuf4s15_2 | 1 |
| sky130_fd_sc_hd__clkdlybuf4s50_1 | 273 |
| sky130_fd_sc_hd__diode_2 | 4 |
| sky130_fd_sc_hd__dlygate4sd2_1 | 41 |
| sky130_fd_sc_hd__dlymetal6s2s_1 | 2 |
| sky130_fd_sc_hd__mux2_2 | 15 |
| sky130_fd_sc_hd__mux2_4 | 17 |
| sky130_fd_sc_hd__mux4_1 | 13 |
| sky130_fd_sc_hd__mux4_2 | 51 |
| sky130_fd_sc_hd__nand2_1 | 5 |
| sky130_fd_sc_hd__nand2b_1 | 5 |
| sky130_fd_sc_hd__nand2b_2 | 1 |
| sky130_fd_sc_hd__nor2_1 | 31 |
| sky130_fd_sc_hd__nor2_2 | 1 |
| sky130_fd_sc_hd__or2_4 | 1 |
Power and IR drop assume default switching activity.
