==> ./design.v <==
interface bmem_itf(
    input   bit         clk,
    input   bit         rst
);
    logic   [31:0]      addr;
    logic               read;
    logic               write;
    logic   [63:0]      rdata;
    logic   [63:0]      wdata;
    logic               resp;
    bit                 error = 1'b0;
    modport dut (
        input           clk,
        input           rst,
        output          addr,
        output          read,
        output          write,
        input           rdata,
        output          wdata,
        input           resp
    );
    modport mem (
        input           clk,
        input           rst,
        input           addr,
        input           read,
        input           write,
        output          rdata,
        input           wdata,
        output          resp,
        output          error
    );
    modport mon (
        input           clk,
        input           rst,
        input           addr,
        input           read,
        input           write,
        input           rdata,
        input           wdata,
        input           resp,
        output          error
    );
endinterface
interface mem_itf(
    input   bit         clk,
    input   bit         rst
);
    logic   [31:0]      addr;
    logic               read;
    logic               write;
    logic   [3:0]       wmask;
    logic   [31:0]      rdata;
    logic   [31:0]      wdata;
    logic               resp;
    bit                 error = 1'b0;
    modport dut (
        input           clk,
        input           rst,
        output          addr,
        output          read,
        output          write,
        output          wmask,
        input           rdata,
        output          wdata,
        input           resp
    );
    modport mem (
        input           clk,
        input           rst,
        input           addr,
        input           read,
        input           write,
        input           wmask,
        output          rdata,
        input           wdata,
        output          resp,
        output          error
    );
    modport mon (
        input           clk,
        input           rst,
        input           addr,
        input           read,
        input           write,
        input           wmask,
        input           rdata,
        input           wdata,
        input           resp,
        output          error
    );
endinterface
interface mon_itf(
    input   bit             clk,
    input   bit             rst
);
            logic           valid;
            logic   [63:0]  order;
            logic   [31:0]  inst;
            logic           halt;
            logic   [4:0]   rs1_addr;
            logic   [4:0]   rs2_addr;
            logic   [31:0]  rs1_rdata;
            logic   [31:0]  rs2_rdata;
            logic   [4:0]   rd_addr;
            logic   [31:0]  rd_wdata;
            logic   [31:0]  pc_rdata;
            logic   [31:0]  pc_wdata;
            logic   [31:0]  mem_addr;
            logic   [3:0]   mem_rmask;
            logic   [3:0]   mem_wmask;
            logic   [31:0]  mem_rdata;
            logic   [31:0]  mem_wdata;
            bit             error = 1'b0;
endinterface
module ff_array #(
            parameter               s_index     = 4,
            parameter               width       = 1
)(
    input   logic                   clk0,
    input   logic                   rst0,
    input   logic                   csb0,
    input   logic                   web0,
    input   logic   [s_index-1:0]   addr0,
    input   logic   [width-1:0]     din0,
    output  logic   [width-1:0]     dout0
);
            localparam              num_sets    = 2**s_index;
            logic   [width-1:0]     internal_array [num_sets];
    always_ff @(posedge clk0) begin
        if (rst0) begin
            for (int i = 0; i < num_sets; ++i) begin
                internal_array[i] <= '0;
            end
        end else begin
            if (!csb0) begin
                if (!web0) begin
                    internal_array[addr0] <= din0;
                    dout0 <= din0;
                end else begin
                    dout0 <= internal_array[addr0];
                end
            end
        end
    end
endmodule : ff_array
==> ./run.sh <==
#!/bin/bash
# OpenROAD 26Q1-2900-gdf79404cd8, Yosys 0.63+post, stock flow scripts
make -C /OpenROAD-flow-scripts/flow DESIGN_CONFIG=/design/flow/config.mk WORK_HOME=/design/flow/orfs finish
==> ./config.mk <==
export PLATFORM = sky130hd
export DESIGN_NAME = ff_array
export DESIGN_NICKNAME = ff_array
export VERILOG_FILES = /design/flow/design.v
export SDC_FILE = /design/flow/constraint.sdc
export NUM_CORES = 4
export LEC_CHECK = 1
export CORE_AREA = 10 10 84 84
export DIE_AREA = 0 0 94 94
==> ./constraint.sdc <==
current_design ff_array

set clk_period 2.2
set clk_io_pct 0.2

create_clock -name clk0 -period $clk_period [get_ports {clk0}]

set non_clock_inputs [all_inputs -no_clocks]
set_input_delay [expr $clk_period * $clk_io_pct] -clock clk0 $non_clock_inputs
set_output_delay [expr $clk_period * $clk_io_pct] -clock clk0 [all_outputs]
==> impl_metrics.toml <==
# yosys + openroad results
[power]
design_power_total_w = 0.000701
vdd_ir_drop_max_mv = 0.224
sw_frac_of_total = 0.211
power_report.internal_total_w = 0.000552
power.share.clock = 0.324
power-per-cell-area_mw_per_mm2 = 580
power.leakage_nw = 0.365
combinational_fraction_of_design_power = 0.136
net_load_switching_power_w = 0.000148
share_seq_of_total_power = 0.540

[worst_setup_path]
critical_path_class = "input port to flip-flop"
worstRegToRegCells = 3
cp-start-kind = "input port"
critPathCaptureType = "flip-flop"
crit_path_max_fanout = 6
arrival_ns = 1.88
worst_ep_required_time_ns = 2.18

[final_timing]
timing_worst_slew_pin_value_ns = 0.347
clock.fmax_mhz = 527
relSlewSlack = 0.768
unrepaired_setup_endpoints_after_global_routing = "false"
period_used_share = 0.862
clock_skew_ns = 0.000597
drv_slew = 0
finalHoldViolations = 0
layout_min_cycle_time_ns = 1.90
finalHoldWorstSlack_ns = 0.862
finalSetupViolations = 0
totalNegativeSetupSlack_ns = 0

[outcome]
status = "complete, no violations"

[hold_path]
min_path_type = "flip-flop to flip-flop"
hold_depth = 3

[synthesis]
yosys.stat.chipArea_sq_um = 986
ys.flops = 17
synth_dominant_cell_count = "nor2_1"
ff_type = "edfxtp_1"
synth_async_sr_flop_share = 0
netlist_top_cells_count = "nor2_1 (18), edfxtp_1 (17), o21bai_1 (16)"
syn_inst = 86
post-synth-top-area-cell = "edfxtp_1"
synth-warning-count = 1
netlist_top_cells_area = "edfxtp_1 (52%), o21bai_1 (12%), nor2_1 (6.9%), mux4_2 (4.6%), mux4_1 (2.7%)"
synth-cells-yosys = 86
synth_seq_share = 0.518
post_synth.cell_area_avg_sq_um = 11.5
synth_cell_types = 25
mappedNetlistArea_sq_um = 986
top_area_frac = 0.518
edf_count = 17

[place]
post-dp-hpwl_um = 1480
port-buffer-count = 9
routability_congestion_estimate_from_global_placement = 0.842

[clock_tree]
tritoncts = "done"
max-clock-path-buffers = 2
cts_htree_levels = 1
cts-buffers-inserted = 3
cts_setup_buffers = 0
cts_hold_buf = 0
clk_latency_ns = 0.24
cts.root.buffer_cell = "clkbuf_8"
gates_resized_cts_repair = 0
numClockSinks = 17
clk_pin_slew_worst_paths_ns = 0.06

[finish]
layout-area-overhead-vs-synth_pct = 22.6
drive_gt1_frac = 0.186

[global_route]
grt_overflow = 0
via_count_of_the_first_global_routing_pass = 670
groute.usage.overall = 0.0477
largest_net_degree_at_the_start_of_global_routing = 18
grt_antenna_before_repair = 0
grt_first_pass_wirelength_um = 3260

[routing]
detail_route.iter0.violations = 18
drt_first_pass_iters = 4
post_drt_via_cell_ratio = 3.99
drc = 0
antenna-diode-count = 0
routed_wirelength_um = 2010
ant_nets = 0
route.detailed.wl_per_inst_um = 12.0
dr_total_vias = 666

[job]
warning_count = 25
max_cap_viol_count = 0

[floorplanning]
row_count = 26
die_width_um = 94
die_extent_in_y_um = 94
chip_area_sq_mm = 0.00884
fp-utilization = 0.189
floorplan.core_area_sq_mm = 0.00520
ios = 10
power groups by stage:
stage / sequential [W] / combinational, W / clock, W
after CTS: 0.000378 / 0.0000954 / 0.000236
after global routing: 0.000380 / 0.000103 / 0.000254
final: 0.000378 / 0.0000955 / 0.000227
layout by cell type (no fill, tap or decap):
master,synthesis,routed
clkdlybuf4s50_1,0,9
nand2b_1,3,3
mux4_1,1,1
buf_4,0,5
nand3b_1,1,1
nor3_2,1,1
clkbuf_8,0,3
mux2_2,2,2
clkbuf_1,3,1
nor2b_1,2,2
and3_1,1,1
or2_1,1,1
inv_1,1,1
nor4_2,1,1
a32oi_1,1,1
nand3_1,2,2
o21bai_1,16,16
nand2_1,3,3
mux4_2,2,2
and3b_1,1,1
edfxtp_1,17,17
a221oi_1,1,1
nor2_1,18,18
or2_2,3,3
a22oi_2,1,1
final timing paths:
kind	end	slack (ns)	startpoint
max	dout0	0.30	addr0[3]
min	dout0	0.86	internal_array[13]
max reg2reg	dout0	0.82	internal_array[14]
min reg2reg	dout0	0.86	internal_array[13]
area by class of cell:
cell class | instances | area (sq um)
flip-flops and latches | 17 | 510
well taps | 70 | 87.6
fillers | 563 | 4000
clock buffers | 4 | 45.0
multi-input cells | 61 | 434
repair buffers | 14 | 128
inverters | 1 | 3.75
stage by stage:
| step | setup slack (ns) | cell area, sq um | cells | utilization |
|---|---|---|---|---|
| after global routing | 0.250 | 1210 | 167 | 0.232 |
| after global placement | 0.0581 | 1160 | 163 | 0.224 |
| final | 0.304 | 1210 | 167 | 0.232 |
| after floorplan | 0.606 | 986 | 86 | - |
| after CTS | 0.309 | 1210 | 167 | 0.232 |
| after detailed placement | 0.0489 | 1160 | 163 | 0.224 |
per-layer routing:
| layer | track usage | part of all wire |
|---|---|---|
| met1 | 0.0659 | 0.50 |
| met2 | 0.0680 | 0.41 |
| met3 | 0.0250 | 0.078 |
| met4 | 0.00380 | 0.0075 |
| met5 | 0 | 0 |
registers in the layout (all words and copies together), names as in the netlist:
| name | count |
|---|---|
| dout0 | 1 |
| internal_array | 16 |
critical path: stages:
cell and delay [ns]:
clkdlybuf4s50_1 0.61, buf_4 0.19, and3b_1 0.17, a221oi_1 0.31, a32oi_1 0.15
logic make-up after synthesis:
| logic type | after synthesis | synth area share |
|---|---|---|
| and+or+nand+nor | 37 | 0.193 |
| AOI/OAI and AO/OA | 19 | 0.152 |
| DFF | 17 | 0.518 |
| buffers and inverters | 8 | 0.0419 |
| muxes | 5 | 0.0952 |
Power figures rest on the tool's default switching activity, not on a simulated workload.
